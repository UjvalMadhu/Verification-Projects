==> flow/design.v <==
`timescale 1ns/1ps
module top(
    input clk, rst_n,
    input wr_en,
    input [3:0] addr,
    input [7:0] din,
    output reg [7:0] dout
);
reg [7:0] mem [0:15];
always @(posedge clk or negedge rst_n) begin
    if(!rst_n) begin
        for(int i = 0; i < 16; i++)
            mem[i] <= 8'd0;
        dout <= 8'd0;
    end
    else if(wr_en == 1'b1)
        mem[addr] <= din;
    else dout <= mem[addr];
end
initial begin
    $dumpfile("dump.vcd");
    $dumpvars(1,top);
end
endmodule
==> flow/run.sh <==
#!/bin/bash
# OpenROAD 26Q1-2900-gdf79404cd8, Yosys 0.63+post, stock flow scripts
make -C /OpenROAD-flow-scripts/flow DESIGN_CONFIG=/design/flow/config.mk WORK_HOME=/design/flow/orfs finish
==> flow/config.mk <==
export PLATFORM = sky130hd
export DESIGN_NAME = top
export DESIGN_NICKNAME = top
export VERILOG_FILES = /design/flow/design.v
export SDC_FILE = /design/flow/constraint.sdc
export NUM_CORES = 4
export LEC_CHECK = 1
export CORE_UTILIZATION = 40
==> flow/constraint.sdc <==
current_design top

set clk_period 1.5
set clk_io_pct 0.2

create_clock -name clk0 -period $clk_period [get_ports {clk}]

set non_clock_inputs [all_inputs -no_clocks]
set_input_delay [expr $clk_period * $clk_io_pct] -clock clk0 $non_clock_inputs
set_output_delay [expr $clk_period * $clk_io_pct] -clock clk0 [all_outputs]
==> job_summary.md <==
### Yosys + OpenROAD results

| Metric | Value |
|---|---|
| Req. time, crit path | 1.80 ns |
| Logic area | 2965 um2 |
| Yosys stat area | 6444 um2 |
| Kind of start point of the critical path | flip-flop |
| Setup tns final | 0 ns |
| Non-Filler Instances | 836 |
| Final worst path period share | 0.9940 |
| Largest net degree at the start of global routing | 42 |
| Htree depth | 4 |
| # Cells Yosys | 493 |
| Data arrival, critical path | 1.79 ns |
| Post-Synthesis Cells | 493 |
| CTS root buffer | clkbuf_16 |
| Routed wire per std cell | 22.08 um |
| RSZ-0062 raised after global routing | true |
| Slowest stage cell, crit path | a221o_1 |
| Total tool warning count | 29 |
| Buffers added on ports | 22 |
| Failing checks | negative hold slack |
| Worst slew pin tran | 0.4482 ns |
| Final setup vio count | 0 |
| CP Class | reg -> reg |
| Total number of vias | 4791 |
| Registers, synthesis | 136 |
| Design Area, Final | 8648 um2 |
| Worst-path clk slew | 0.06 ns |
| Placed Cells incl. Taps | 793 |
| Clk ins delay skew pair | 0.42 ns |
| Seq share, synth | 0.5282 |
| Vias in the first global route | 5018 |
| Pre-antenna DRT Iters | 24 |
| Synth warn | 4 |
| Placed Instance Area | 7726 um2 |
| Slowest cell delay on critical path | 0.39 ns |
| Slew Viols, Final | 0 |
| Initial DRC count | 414 |
| CP Cell Sequence | mux2i_1 > o2bb2ai_1 > a221o_1 > a211oi_2 > nor3_1 |
| Clock sink count | 136 |
| Area grow syn2layout | 34.21% |
| TritonCTS clock tree | yes |
| Synth Flop Type | dfrtp_1 |
| Filler cell count | 1265 |
| TritonCTS buffer count | 17 |
| WL final | 18460 um |
| Fraction of layout cells with a size suffix above 1 | 0.5177 |
| Max Fclk | 670.7 MHz |
| Global route overflow | 0 |
| Flip-flops with a built-in enable | 0 |
| Io pins | 23 |
| DRC Markers | 0 |
| Sequential cell area | 3403 um2 |
| Max VDD drop | 0.8401 mV |
| Worst clock skew | 0.008973 ns |
| Mapped cell area | 6444 um2 |
| # rows | 46 |
| Vias per cell | 5.731 |
| Die Y | 128.9 um |
| Hold_ws | -0.1962 ns |
| Static Leak | 3.735 nW |
| Minimum clock period after layout | 1.491 ns |
| Worst relative slew slack | 0.7012 |
| FP Core Util | 0.4071 |
| Critical-path maximum fanout | 2 |
| Hold Vio Cnt, Final | 36 |
| Run status | complete, but fails checks |
| Maxcap violations | 0 |
| CP Capture Type | flip-flop |
| Number of diodes | 0 |
| Hold Path Class | in -> async |
| Post-DP HPWL | 12160 um |
| Core footprint | 15830 um2 |
| CTS Buffer Depth | 2 |
| Routed Antenna Nets | 0 |
| Design Power | 11.60 mW |
| Syn_area_per_cell | 13.07 um2 |
| Power Density | 1342 nW/um2 |
| Initial antenna violation count | 0 |
| First-pass GRT wire length | 29350 um |
| Post-synth cell types | 57 |
| Total track usage | 0.2492 |
| Die X | 128.9 um |
| Asr flop ratio synth | 1.000 |
| Die ar. | 16620 um2 |
| RePlAce Congestion | 0.9246 |
==> final timing paths <==
kind / start / end / slack (ns) / cells after the start
hold / removal: rst_n / mem[12][3] / -0.20 / 1
max in group asynchronous: rst_n / mem[0][0] / 1.10 / 2
min in group clk0: addr[2] / dout[0] / 0.43 / 4
setup / recovery: mem[2][4] / dout[4] / 0.009 / 5
setup reg to reg: mem[2][4] / dout[4] / 0.009 / 5
hold reg to reg: mem[7][1] / mem[7][1] / 0.50 / 1
==> synthesized netlist by cell type (4+ instances only) <==
cell | number | area share
dfrtp_1 | 136 | 0.53
mux2_2 | 132 | 0.23
a22oi_1 | 15 | 0.017
nor2_1 | 13 | 0.0076
a21oi_1 | 12 | 0.0093
nand3_1 | 12 | 0.0093
clkbuf_1 | 11 | 0.0064
nand2_1 | 11 | 0.0064
nor3_1 | 10 | 0.0078
o21ai_0 | 10 | 0.0078
buf_2 | 9 | 0.0070
a32oi_1 | 7 | 0.0095
buf_6 | 7 | 0.012
mux2i_1 | 7 | 0.011
a221o_1 | 6 | 0.0093
a32o_1 | 6 | 0.0093
nor2_4 | 6 | 0.010
o22ai_1 | 6 | 0.0058
o2bb2ai_1 | 6 | 0.0082
a22o_1 | 5 | 0.0068
a31oi_1 | 5 | 0.0049
and2_1 | 4 | 0.0039
buf_4 | 4 | 0.0047
nand2_2 | 4 | 0.0039
nor2_2 | 4 | 0.0039
==> state kept, by name (all words and copies together), names as in the netlist <==
signal  count
dout        8
mem       128
==> cell type report <==
cell class                      count  share of cell area
Multi-Input combinational cell    320              0.3429
Clock buffer                       20             0.05165
Sequential cell                   136              0.3935
Tap cell                          216             0.03125
Timing Repair Buffer              127              0.1554
Inverter                            5            0.002315
Clock inverter                     12             0.02300
==> critical path: cells and delay by family, from the launching register on <==
family / cells / cell delay, ns
mux: 1 / 0.13
flops: 1 / 0.38
simple gates: 1 / 0.09
compound gates: 3 / 0.77
==> layer usage <==
metal	track usage	vias to the layer above	part of all wire	routed length [um]
li1	-	2095	-	-
met1	0.3528	2451	0.42	7800
met2	0.3787	193	0.46	8501
met3	0.07370	52	0.074	1374
met4	0.08512	0	0.042	780
met5	0	-	0	0
==> power by group <==
part           switching (mW)  total [mW]  internal, mW
Sequential              0.500        5.01          4.51
Clock                    1.59        4.58          2.99
Combinational           0.843        2.02          1.17
==> kinds of logic after synthesis <==
group / synth area share
simple gates: 0.08622
buf+inv: 0.03379
flops: 0.5282
compound gates: 0.1103
mux: 0.2416
==> stage by stage <==
step,setup slack (ns),util
after global placement,-0.9077,0.4881
after detailed placement,-0.9248,0.4881
after floorplan,-0.01472,-
final,0.009022,0.5464
after CTS,0.007151,0.5436
after global routing,-0.05240,0.5464
==> layout by cell type, fill, tap and decap left out, types with 7 or more instances in the layout <==
cell / n
nor3_1: 7
nand3_1: 12
o21ai_0: 8
buf_12: 23
a21oi_1: 12
buf_4: 77
clkdlybuf4s50_1: 8
dfrtp_1: 136
clkbuf_16: 17
nor2_1: 13
nand2_1: 11
mux2_2: 131
a22oi_1: 12
dlygate4sd2_1: 9
==> timing repair <==
action / in CTS / in global routing
setup buffers: 9 / 0
hold endpoints to repair: 36 / 36
setup endpoints to repair: 144 / 9
gates resized: 43 / 10
gates cloned: 2 / 0
pin swaps: 13 / 10
Power is estimated from default activity; no workload was simulated.
